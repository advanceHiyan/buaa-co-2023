==> flow/design.v <==
`timescale 1ns / 1ps
module Control(bpj,instr,ALUop,EXTop,start,mf,mt,Mwop,Mdop,NPCop,Emdop,GRFWE,DMWN,RWsel,ABsel,rs,rt,rd,imm26,GRFaddr,Drs_use,Drt_use,Enew,Mnew);
input [31:0] instr;
input bpj;
	wire [5:0] special,offest;
	assign special = instr[31:26];
	assign offest = instr[5:0]; 
output [4:0] rs,rt,rd;
	assign rs = instr[25:21];
	assign rt = instr[20:16];
	assign rd = instr[15:11];
output [25:0] imm26;
	assign imm26 = instr[25:0];
output reg [3:0] ALUop,EXTop,NPCop;
output reg GRFWE,DMWN;
output reg [2:0] RWsel,ABsel;
output [2:0] Drs_use,Drt_use,Enew,Mnew,Mwop,Mdop;
output [4:0] GRFaddr;
output [3:0] Emdop;
output start,mt,mf;
	wire add = (special == 6'b000000 && offest == 6'b100000) ? 1 : 0;
	wire sub = (special == 6'b000000 && offest == 6'b100010) ? 1 : 0;
	wire AND = (special == 6'b000000 && offest == 6'b100100) ? 1 : 0;
	wire slt = (special == 6'b000000 && offest == 6'b101010) ? 1 : 0;
	wire sltu = (special == 6'b000000 && offest == 6'b101011) ? 1 : 0;
	wire OR = (special == 6'b000000 && offest == 6'b100101) ? 1 : 0;
	wire mult = (special == 6'b000000 && offest == 6'b011000) ? 1 : 0;
	wire multu = (special == 6'b000000 && offest == 6'b011001) ? 1 : 0;
	wire div = (special == 6'b000000 && offest == 6'b011010) ? 1 : 0;
	wire divu = (special == 6'b000000 && offest == 6'b011011) ? 1 : 0;
	wire mfhi = (special == 6'b000000 && offest == 6'b010000) ? 1 : 0;
	wire mflo = (special == 6'b000000 && offest == 6'b010010) ? 1 : 0;
	wire mthi = (special == 6'b000000 && offest == 6'b010001) ? 1 : 0;
	wire mtlo = (special == 6'b000000 && offest == 6'b010011) ? 1 : 0;
	wire ori = (special == 6'b001101) ? 1:0;
	wire lui = (special == 6'b001111) ? 1:0;
	wire addi = (special == 6'b001000) ? 1:0;
	wire andi = (special == 6'b001100) ? 1:0;
	wire lw = (special == 6'b100011) ? 1:0;
	wire lb = (special == 6'b100000) ? 1:0;
	wire lh = (special == 6'b100001) ? 1:0;
	wire sw = (special == 6'b101011) ? 1:0;
	wire sb = (special == 6'b101000) ? 1:0;
	wire sh = (special == 6'b101001) ? 1:0;
	wire beq = (special == 6'b000100) ? 1:0;
	wire bne = (special == 6'b000101) ? 1:0;
	wire jal = (special == 6'b000011) ? 1:0;
	wire jr = (special == 6'b000000 && offest == 6'b001000) ? 1 : 0;
assign start = (mult | multu | div | divu);
assign mt = (mthi | mtlo);
assign mf = (mfhi | mflo);
wire type_add = (add | sub | OR | AND | slt | sltu);
wire type_addi = ( ori | addi | andi);
wire type_l = (lw | lb | lh);
wire type_s = (sw | sb | sh);
	always @(*)begin
		if( beq | bne | type_add )begin
			 ABsel = 3'b000; 
		end
		else if(type_l | type_s | lui | type_addi)begin
			 ABsel = 3'b001; 
		end
		else  ABsel = 3'b000;
		if((type_l | type_s | addi))begin
			 ALUop = 4'b0000; 
		end
		else if(sub | beq)begin
			 ALUop = 4'b0001; 
		end
		else if(AND| andi )begin
			ALUop = 4'b0010; 
		end
		else if(ori | OR)begin
			 ALUop = 4'b0011; 
		end
		else if(slt)begin
			ALUop = 4'b0100;
		end
		else if(sltu)begin
			ALUop = 4'b0101;
		end
		else  ALUop = 4'b0000;
		if((type_l | type_s | addi))begin
			 EXTop = 4'b0000; 
		end
		else if(0 | ori | andi )begin
			 EXTop = 4'b0001; 
		end
		else if(lui)begin
			 EXTop = 4'b0010; 
		end
		else  EXTop = 4'b0000;
		if( beq===1'b1)begin
			 NPCop = 4'b0001;
		end
		else if(jal === 1'b1)begin
			 NPCop = 4'b0010;
		end
		else if(jr === 1'b1)begin
			 NPCop = 4'b0011;
		end
		else if(bne === 1'b1)begin
			NPCop = 4'b0100;
		end
		else  NPCop = 4'b0000;
		if(type_add | type_addi)begin
			 RWsel = 3'b000; 
		end
		else if(lui)begin
			 RWsel = 3'b001; 
		end
		else if(type_l )begin
			 RWsel = 3'b010; 
		end
		else if(jal)begin
			 RWsel = 3'b011; 
		end
		else if(mf)begin
			RWsel = 3'b100; 
		end
		else  RWsel = 3'b000;
		 GRFWE = !(type_s | mt |start | beq | bne | jr |(instr == 32'b0)); 
		 DMWN = ( type_s | 0);
	end
assign Mwop = (sw) ? 3'b000:
					(sh) ? 3'b001:
					(sb) ? 3'b010:
					3'b111;
assign Mdop = (lw) ? 3'b000:
					(lh) ? 3'b001:
					(lb) ? 3'b010:
					3'b111;
assign Emdop = (mult) ? 4'b0000:
					(multu) ? 4'b0001:
					(div) ? 4'b0010:
					(divu) ? 4'b0011:
					(mfhi) ? 4'b0100:
					(mflo) ? 4'b0101:
					(mthi) ? 4'b0110:
					(mtlo) ? 4'b0111:
					4'b1111;
	assign GRFaddr = (type_add | mf) ? rd:
								(type_l | lui | type_addi ) ? rt:
								(jal) ? 5'b11111:
								5'b00000;
   assign Drs_use = (beq  | bne | jr) ? 3'b000:
							(type_l | type_s| type_add | type_addi | lui | mt | start) ? 3'b001 :
							3'b111;
	assign Drt_use = (beq | bne ) ? 3'b000:
							(type_add | start) ? 3'b001:
							(type_s ) ? 3'b010:
							3'b111;
	assign Enew = (type_add | type_addi | lui | mf) ? 3'b001:
						(type_l) ? 3'b010:
						3'b000;
	assign Mnew = (type_l) ? 1:0;
endmodule
`timescale 1ns / 1ps
module STOP(D_instr,E_instr,M_instr,D_bpj,E_bpj,M_bpj,putoff,E_start,E_busy,f5);
input [31:0] D_instr,E_instr,M_instr;
input D_bpj,E_bpj,M_bpj,E_start,E_busy;
output putoff;
output f5;
wire [4:0] D_rs,D_rt,E_add,M_add;
wire [2:0] Drs_use,Drt_use,Enew,Mnew;
wire D_start,D_mt,D_mf;
	Control D_irconl( 
			.instr(D_instr),
			.bpj(D_bpj),
			.rs(D_rs),
			.rt(D_rt),
			.start(D_start),
			.mt(D_mt),
			.mf(D_mf),
			.Drs_use(Drs_use),
			.Drt_use(Drt_use)
	);
	Control E_irconl( 
			.instr(E_instr),
			.bpj(E_bpj),
			.GRFaddr(E_add),
			.Enew(Enew)
	);
	Control M_irconl( 
			.instr(M_instr),
			.bpj(M_bpj),
			.GRFaddr(M_add),
			.Mnew(Mnew)
	);
	wire f1,f2,f3,f4;
	assign f1 = (E_add === D_rs && D_rs!=0 && E_add!=0 && Enew > Drs_use);
	assign f2 = (E_add === D_rt && D_rt!=0 && E_add!=0 && Enew > Drt_use);
	assign f3 = (M_add === D_rs && D_rs!=0 && M_add!=0 && Mnew > Drs_use);
	assign f4 = (M_add === D_rt && D_rt!=0 && M_add!=0 && Mnew > Drt_use);
	assign f5 = ((D_start | D_mf | D_mt) && (E_start | E_busy) );
assign putoff = (f1 | f2 | f3 | f4 | f5 |0);
endmodule
==> flow/run.sh <==
#!/bin/bash
# OpenROAD 26Q1-2900-gdf79404cd8, Yosys 0.63+post, stock flow scripts
make -C /OpenROAD-flow-scripts/flow DESIGN_CONFIG=/design/flow/config.mk WORK_HOME=/design/flow/orfs finish
==> flow/config.mk <==
export PLATFORM = sky130hd
export DESIGN_NAME = STOP
export DESIGN_NICKNAME = STOP
export VERILOG_FILES = /design/flow/design.v
export SDC_FILE = /design/flow/constraint.sdc
export NUM_CORES = 4
export LEC_CHECK = 1
export CORE_AREA = 10 10 81 81
export DIE_AREA = 0 0 91 91
==> flow/constraint.sdc <==
current_design STOP

set clk_period 3.9
set clk_io_pct 0.2

create_clock -name clk0 -period $clk_period

set non_clock_inputs [all_inputs -no_clocks]
set_input_delay [expr $clk_period * $clk_io_pct] -clock clk0 $non_clock_inputs
set_output_delay [expr $clk_period * $clk_io_pct] -clock clk0 [all_outputs]
==> Slide: Implementation Results <==
Synthesis and Place & Route Summary

Outcome
  • Status: complete, no violations

Setup path
  • CP peak stage delay: 0.53 ns
  • Setup crit end kind: output port
  • Worst EP required: 3.12 ns
  • Critical path peak fanout: 5
  • CP max stage cell: or4b_4
  • Critical path startpoint category: input pin
  • Buffers and inverters on the worst path: 3
  • Critical path's top delay family: simple AND/OR/NAND/NOR gates
  • Worst Path Arrival: 3.06 ns
  • Crit path kind: input pin to output port
  • Crit-path cells: clkdlybuf4s50_1 -> or4b_4 -> o31a_1 -> buf_4 -> o21ai_1 -> nand3b_1 -> nor3_1 -> a211oi_1 -> nand3_1 -> buf_2

Pwr
  • Worst vdd ir: 0.0475 mV
  • Power Density: 82.2 nW/um^2
  • Leakage: 1.14 nW

Clock network
  • Hold_buf cts: 0

Floorplanning
  • Fp util: 24.0%
  • Die X: 91 um
  • Num rows: 25
  • Die span in y: 91 um
  • I/O pins: 103
  • Die ar.: 8280 um^2
  • Core Footprint: 4820 um^2

Timing
  • Slew Limit Fails: 0
  • FMAX: 0.260 GHz
  • Rel. slew slack: 73.1%
  • Worst hold margin: 2.37 ns
  • RSZ-0062 raised after global routing: true
  • Min cycle time layout: 3.84 ns
  • Worst Max-Slew Pin Slew: 0.399 ns
  • Final hold vios: 0
  • Cycle use final: 98.6%
  • Final Setup Violations: 0

Synthesis
  • Cell Type Count: 48
  • Post-Synthesis Cells: 172
  • Post-Syn Area per Cell: 6.72 um^2
  • Yosys Instances: 172
  • Chip area in the Yosys report: 1160 um^2
  • Ys Warns: 1
  • Register area share after synthesis: 0%
  • Synth Cell Area: 1160 um^2

Layout
  • Clock Buffer Count: 0
  • # fillers: 437
  • Core Util, Final: 57.6%
  • Most instantiated logic cells after routing: buf_4, clkdlybuf4s50_1, inv_1, nor2_1, dlymetal6s2s_1
  • Register Area: 0 um^2
  • Final cell count without fillers: 369
  • Commonest Layout Cell: buf_4
  • Layout cells sized above 1: 41.1%
  • FFs & Latches: 0
  • Logic area: 1500 um^2
  • Layout area overhead: 140%

Placed design
  • GPL Wtd Cong: 0.923
  • HPWL after DPL: 4190 um
  • DP Cell Count: 365
  • Buffers on Ports: 70

GRT
  • Grt total ovfl: 0
  • First-pass GRT wire length: 8160 um
  • Pin count of the biggest net entering global routing: 10
  • GRT Util Overall: 11.3%
  • Vias in the first global route: 1,745
  • Initial antenna violation count: 0

Routing
  • Final antenna-violating net count: 0
  • Initial DRC count: 49
  • First drt pass iteration count: 4
  • Antenna diode count: 0
  • Post-Route WL: 5290 um
  • Via Count: 1,827
  • Via density: 4.95
  • Avg WL per Cell: 14.3 um
  • Residual DRC: 0

Flow run
  • Tool warnings: 66
  • Maxcap violations: 0

Min path
  • Min-Delay Path Class: input pin to output port
[synth_stat cells, drive strengths merged (5+ instances only)]
library cell  count  share of area (%)
ha                5                5.4
inv              13                4.2
nand2b            7                3.8
a21oi             5                2.2
a22oi             6                3.9
nor3             10                4.3
a21boi            5                3.2
nand2             8                2.6
nor2             14                4.5
a211oi            8                5.2
o2bb2ai           5                3.8
nand3             8                3.5
o21ai            10                4.3
xnor2             9                6.8
[stage by stage]
stage / TNS [ns] / area [um^2] / power, mW / worst slack [ns]
6_report: 0 / 2780 / 0.228 / 0.0551
2_1_floorplan: 0 / 1160 / 0.0616 / 0.411
4_1_cts: 0 / 2610 / 0.214 / 0.00647
3_3_place_gp: -1.00 / 2360 / 0.196 / -1.00
5_1_grt: -0.0682 / 2780 / 0.245 / -0.0682
3_5_place_dp: -0.898 / 2360 / 0.196 / -0.898
[cell families after synthesis]
group           count (synthesis)  synth area share [%]
buf+inv                        14                  4.55
mux                             3                  2.60
xor+xnor                       10                  7.58
simple gates                   75                  37.6
fa+ha+maj                       5                  5.41
compound gates                 65                  42.3
[metal layers]
layer | wire length [um] | vias up | GRT usage [%]
met3 | 239 | 0 | 1.33
met2 | 2330 | 51 | 17.4
met4 | 0 | 0 | 0
met1 | 2720 | 813 | 17.3
met5 | 0 | - | 0
li1 | - | 963 | -
[where the power goes]
part | total (mW) | switching (mW) | internal [mW]
Sequential | 0 | 0 | 0
Clock | 0 | 0 | 0
Combinational | 0.228 | 0.0959 | 0.132
Total | 0.228 | 0.0959 | 0.132
[area by class of cell]
type	count	area share, %
inverter	13	1.76
multi-input combinational	159	54.1
tap	67	3.02
timing repair buffer	130	41.1
[path summary, 6_finish.rpt]
path              slack, ns        start  endpoint  cells past startpoint
setup / recovery       0.06   M_instr[4]    putoff                     10
hold / removal         2.37  D_instr[30]    putoff                      8
[timing repair]
item,in CTS,in global routing
setup endpoints to repair,1,1
cloned,0,1
hold endpoints to repair,0,0
pin swaps,27,26
gates resized,69,60
buffers inserted,4,0
No activity file was given, so power comes from the tool's default toggle rates.
