<file path="flow/design.v">
`timescale 1ns / 1ps
module NPC(PC,F_PC,imm,PC31,nextPC,NPC,zero,op,bpj);
input [31:0] PC,F_PC;
input [25:0] imm;
input [31:0] PC31;
input [3:0] op;
input zero,bpj;
output [31:0] NPC;
output [31:0] nextPC;
	wire [15:0] offest;
	assign offest = imm[15:0];
	assign nextPC = PC + 4;
	assign NPC = (op === 4'b0000) ? (F_PC + 4):
						(op === 4'b0001 && zero == 1) ? PC + 4 + {{14{offest[15]}}, offest, 2'b00}:
						(op === 4'b0010) ? ({PC[31:28], imm, 2'b00} - 32'h0000_3000): 
						(op === 4'b0011) ? (PC31 - 32'h0000_3000): 
						(op === 4'b0100 && zero == 0) ? PC + 4 + {{14{offest[15]}}, offest, 2'b00}: 
						(F_PC + 4);	
endmodule
</file>
<file path="flow/run.sh">
#!/bin/bash
# OpenROAD 26Q1-2900-gdf79404cd8, Yosys 0.63+post, stock flow scripts
make -C /OpenROAD-flow-scripts/flow DESIGN_CONFIG=/design/flow/config.mk WORK_HOME=/design/flow/orfs finish
</file>
<file path="flow/config.mk">
export PLATFORM = sky130hd
export DESIGN_NAME = NPC
export DESIGN_NICKNAME = NPC
export VERILOG_FILES = /design/flow/design.v
export SDC_FILE = /design/flow/constraint.sdc
export NUM_CORES = 4
export LEC_CHECK = 1
export CORE_UTILIZATION = 30
</file>
<file path="flow/constraint.sdc">
current_design NPC

set clk_period 16.5
set clk_io_pct 0.2

create_clock -name clk0 -period $clk_period

set non_clock_inputs [all_inputs -no_clocks]
set_input_delay [expr $clk_period * $clk_io_pct] -clock clk0 $non_clock_inputs
set_output_delay [expr $clk_period * $clk_io_pct] -clock clk0 [all_outputs]
</file>
==> flow_summary.yaml <==
# flow metrics
drt:
  routedWlPerCell_microns: 16.99
  initialDrtViolationCount: 281
  antennaDiodeCount: 0
  ant_nets: 0
  firstDrtPassIters: 5
  vias: 5392
  detail_route.wirelength_microns: 16820
  drc: 0
  via_per_inst: 5.446
pwr:
  p_leak_nw: 2.322
  pwr-share-comb: 1.000
  seq_power_share: 0
  p_int_mw: 0.09672
  power.switching_mw: 0.08704
  clockPowerShare: 0
  vdd_drop_max_v: 0.00001129
  swShare: 0.4737
  finalPower_mw: 0.1838
  power.density_nw_per_um2: 29.23
cells_and_area:
  clockBufferCount: 0
  drive_above_1_share: 0.02457
  regArea_sq_um: 0
  area_growth_pct: 48.84
  seq_cells: 0
global_route:
  grt_pass1_vias: 5154
  grt_first_pass_wirelength_microns: 26420
  antenna_found_initial: 0
  grt_max_degree: 42
  globalRoute.totalOverflow: 0
  grt_usage: 0.2298
logic_synthesis:
  yosys-top-cells-area: "xnor2_1 (14%), ha_1 (10%), xor2_1 (9.3%)"
  top_cell: "nor2_1"
  yosys.area.top_type: "xnor2_1"
  synth_cells: 643
  syn-cell-area_sq_um: 4224
  synth-warning-count: 0
  synth.distinct_cells: 69
  yosys-stat-area_sq_um: 4224
  syn_area_per_cell_sq_um: 6.569
  ys_seq_share: 0
  yosys-stat-cells: 643
  top_area_frac: 0.1389
  top_cells_by_count: "nor2_1 (73), xnor2_1 (67), nand2_1 (61)"
setup_path:
  worstSetupPathType: "in2out"
  crit_slowest_cell: "clkdlybuf4s50_1"
  end_kind: "primary output"
  cp.required_ns: 13.20
  critPathBufInv: 2
  path_max_fanout: 6
  slowest_delay_ns: 0.53
  start_kind: "input port"
  path_delay_family: "simple AND/OR/NAND/NOR gates"
  worst_ep_arrival_time_ns: 7.94
  path_cells: "clkdlybuf4s50_1 > ha_1 > nand3_1 > nor2_1 > nand3_1 > nor3_1 > nand2b_1 > nor3_1 > nand2_1 > xnor2_1 > ha_1 > a21o_1 > or3_1 > nor2_1 > o21ai_0 > mux2_1 > o221ai_1 > clkdlybuf4s50_1"
final_timing:
  tightest_slew_ns: 0.8007
  relSlewSlack: 0.4642
  setup_tns_ns: 0
  period_used_share: 0.6811
  setup_viol: 0
  period_needed_ns: 11.24
  grt_setup_unrepaired: "false"
  maxSlewViolCount: 0
  final_hold_viol_count: 0
  fmax_mhz: 88.99
placement:
  hpwl_microns: 14230
  io_buffers: 191
  gp_congestion: 0.9124
clock_tree:
  ctsResizeCount: 0
  post_cts_buffers: 0
  ctsHoldBuffers: 0
flow_run:
  cap_violations: 0
  tool_warnings: 35
floorplanning:
  die_x_microns: 120.7
  die-area_sq_um: 14560
  die-height_microns: 120.7
  core_sq_um: 13510
  placementRows: 42
  initCoreUtil: 0.3128
  io_pins: 192
min_path:
  hold_path_class: "in2out"
  min_to: "nextPC[1]"
  hp-start: "PC[1]"
  hold_depth: 2
status:
  status: "completed"
[placed cells by master, fill, tap and decap left out, drive strengths merged, types with 3 or more instances in the layout]
master	count
a2111oi	4
a211oi	4
a21o	14
a21oi	58
a221o	4
a221oi	5
a22oi	6
a31oi	8
a32oi	3
and3	11
and4	8
buf	4
clkdlybuf4s50	191
ha	35
inv	11
mux2i	3
nand2	61
nand2b	7
nand3	28
nand4	19
nor2	73
nor2b	5
nor3	24
nor4	7
o211ai	3
o21a	3
o21ai	38
o21bai	7
o221ai	5
o22ai	14
or3	8
or3b	3
or4	4
xnor2	67
xor2	45
[area by class of cell]
type	count	area (sq um)
multi-input cells	608	4084
repair buffers	195	1942
well taps	176	220.2
inverters	11	41.29
fillers	1368	7218
[metrics by stage]
stage	utilization	hold slack (ns)	setup slack [ns]	instance area, sq um	instances
floorplan	-	6.620	7.045	4224	643
global placement	0.4655	7.425	5.296	6287	990
detailed placement	0.4655	7.425	5.271	6287	990
CTS	0.4655	7.421	5.255	6287	990
global route	0.4655	7.447	4.916	6287	990
finish	0.4655	7.415	5.262	6287	990
[logic make-up (layout without fill, tap and decap cells)]
| kind of cell | after synthesis | in the layout | share of synthesized area |
|---|---|---|---|
| AND-OR/OR-AND | 188 | 188 | 0.2879 |
| XOR/XNOR | 112 | 112 | 0.2322 |
| adder cells (fa/ha/maj) | 36 | 36 | 0.1084 |
| buffers and inverters | 35 | 206 | 0.03317 |
| multiplexers | 4 | 4 | 0.009775 |
| AND/OR/NAND/NOR | 268 | 268 | 0.3285 |
[power groups by stage]
stage	Combinational, mW	Sequential, mW	Clock [mW]
CTS	0.184	0	0
global route	0.201	0	0
finish	0.184	0	0
[metal layers]
metal	routed length (microns)	GRT usage
met1	8251	0.3461
met5	0	0
met2	7581	0.3707
met3	865	0.01782
met4	119	0.01698
[how the worst max path moves through the flow]
stage / depth (start not counted) / end / from / slack (ns)
final: 18 / NPC[29] / PC[2] / 5.26
after global routing: 18 / NPC[29] / PC[2] / 4.92
after CTS: 18 / NPC[29] / PC[2] / 5.25
Power and IR drop assume default switching activity.
