## ./config.mk

```make
export PLATFORM = sky130hd
export DESIGN_NAME = GRF
export DESIGN_NICKNAME = GRF
export VERILOG_FILES = /design/flow/design.v
export SDC_FILE = /design/flow/constraint.sdc
export NUM_CORES = 4
export LEC_CHECK = 1
export CORE_UTILIZATION = 50
```

## ./constraint.sdc

```tcl
current_design GRF

set clk_period 6.5
set clk_io_pct 0.2

create_clock -name clk0 -period $clk_period [get_ports {clk}]

set non_clock_inputs [all_inputs -no_clocks]
set_input_delay [expr $clk_period * $clk_io_pct] -clock clk0 $non_clock_inputs
set_output_delay [expr $clk_period * $clk_io_pct] -clock clk0 [all_outputs]
```

## ./design.v

```verilog
`timescale 1ns / 1ps
module GRF(A1,A2,A3,WD,WE,WPC,clk,reset,R1,R2);
input [4:0] A1;
input [4:0] A2;
input [4:0] A3;
input [31:0] WD;
input WE;
input [31:0] WPC;
input clk;
input reset;
output [31:0] R1;
output [31:0] R2;
	reg [31:0] Reg[0:31];
	reg [31:0] WData;
	reg [5:0] Waddr;
	integer i;
	initial begin	
		for(i = 0;i<32;i = i + 1)begin
			Reg[i] = 32'b0;
		end
	end
	assign R1 = Reg[A1];
	assign R2 = Reg[A2];
	wire [31:0] OPC;
	assign OPC = WPC + 32'h0000_3000;
	always@(posedge clk)begin
		if(reset)begin
			for(i = 0;i < 32;i = i + 1)begin
				Reg[i] = 32'b0;
			end
		end	
		else if(A3 == 5'b00000)begin
		end
		else if(WE)begin
			WData = 32'b00000;
			if(A3 != 5'b00000)begin
			WData = WD;
			end
			Waddr = A3;
			Reg[A3] = WData;
		end
	end
endmodule
```

## ./run.sh

```bash
#!/bin/bash
# OpenROAD 26Q1-2900-gdf79404cd8, Yosys 0.63+post, stock flow scripts
make -C /OpenROAD-flow-scripts/flow DESIGN_CONFIG=/design/flow/config.mk WORK_HOME=/design/flow/orfs finish
```

==> GITHUB_STEP_SUMMARY <==
## Implementation flow summary

| Metric | Value |
|---|---|
| Startpoint types | `input pin` |
| Largest register FFs | `1024` |
| RSZ-0062 raised after global routing | `no` |
| Remaining antenna violation count | `0` |
| TritonCTS clock tree | `yes` |
| Final setup violation count | `0` |
| Mean instance size in the synthesized netlist | `11.5 sq um` |
| Setup Crit Path Kind | `in -> out` |
| Fmax | `0.173 GHz` |
| DRC violation count after routing | `0` |
| Largest net degree at the start of global routing | `82` |
| Standard-cell row count | `between 100 and 150` |
| DP Cell Count | `approximately 6k` |
| Boundary Pins | `146` |
| Routed Wire Length | `about 180000 um` |
| Iteration-0 DRC Markers | `2603` |
| Dominant logic cell types in the final layout | `1024 x edfxtp_1, 1024 x mux2i_1, 995 x nor2_1, 226 x nand2_1` |
| Number of vias per cell | `6.28` |
| Area added between synthesis and finish | `11.6%` |
| Power density over the cells | `264 nW/um^2` |
| Antenna violations before repair | `2` |
| Measured slew at the worst slew-check pin | `between 900 and 1000 ps` |
| Outcome | `completed` |
| H-tree depth | `3` |
| Antenna fix cells | `0` |
| Min Tclk post-route | `between 5000 and 6000 ps` |
| Share of the clock period used by the worst path after layout | `89.0%` |
| Count of final max-slew check failures | `0` |
| Via count of the first global-routing pass | `38.9k` |
| Drt first pass iters | `17` |
| Cells resized by post-CTS repair | `0` |
| Critical path data arrival time | `4480 ps` |
| Placer Congestion | `0.908` |
| Post-layout power | `about 16000 uW` |
| CTS Root Buffer Type | `clkbuf_16` |
| Synth unique cells | `28` |
| Deepest clock path buffer count | `3` |
| Horiz. Die Dim | `329 um` |
| Number of port buffers | `approximately 110` |
| GRT Overall Usage | `37.2%` |
| Worst min path class | `in -> reg` |
| Via count | `38.5k` |
| Instance tally after logic synthesis | `4642` |
| Maximum VDD drop | `around 210 uV` |
| Yosys stat chip area | `53600 sq um` |
| Vertical die dimension | `329 um` |
| Fraction of layout cells with a size suffix above 1 | `9.12%` |
| Count of yosys warnings during synthesis | `1` |
| Post-detailed-placement half-perimeter wirelength | `105000 um` |
| Clock transition at the registers of the reported paths | `50 ps` |
| Sequential element share of the synthesized area | `57.4%` |
| Final Hold Violation Tally | `0` |
| Worst-path cell with the longest stage delay | `and2_4` |
| GRT Residual Overflow | `0` |
| CP Data Required Time | `5200 ps` |
| Fin cells | `6127` |
| Maximum fanout along the worst path | `34` |
| Crit-path most repeated cell | `clkdlybuf4s50_1` |
| First-pass GRT wire length | `~260000 um` |
| CTS sink count | `just over 1k` |
| Effective utilization at floorplan | `50.7%` |
| Post-synthesis sequential element count | `~1.0k` |
| Number of buffers inserted for hold repair after clock tree synthesis | `0` |
| Count of buffers added by post-CTS timing repair for setup | `0` |
| Cell area after synthesis | `53600 sq um` |
| CP peak stage delay | `720 ps` |
| Critical-path cell list | `clkdlybuf4s50_1 > and2_4 > buf_4 > a22o_1 > nor3_1 > a31oi_1 > nand3_1 > clkdlybuf4s50_1` |
| Minimum hold slack | `1260 ps` |
| Chip area | `between 100000 and 150000 sq um` |
| Yosys Instances | `4642` |
| Final routed wire length divided by cell count | `between 30 and 40 um` |
| Number of clock buffers inserted by TritonCTS | `113` |
| Number of maximum-capacitance violations | `0` |
| Setup crit end kind | `primary output` |
| Max_slew headroom | `34.7%` |
| Core Footprint | `106000 sq um` |
| Total tool warning count | `58` |
| Static Leak | `0.0229 uW` |
| Setup tns final | `0 ps` |
## worst max-delay path: cells and delay by family
family,cells,cell delay [ps]
buffers and inverters,3,1520
AND/OR/NAND/NOR,3,1010
AND-OR/OR-AND,2,600
## worst paths after layout
kind              startpoint         to  slack, ps  cells after the start
hold / removal         reset  Reg[0][3]       1260                      2
setup / recovery       A2[0]      R2[5]        720                      8
## cell type report
cell class                 count  area [sq um]
fill                        8653         45900
sequential                  1024         30700
multi-input combinational   3199         20900
clock buffer                 139          2990
timing repair buffer         308          2960
tap                         1391          1740
clock inverter                66           463
## Yosys cell counts, drive strengths merged
| cell | instances | share of area [%] |
|---|---|---|
| clkbuf | 164 | 1.1 |
| and3 | 1 | 0.012 |
| mux2i | 1024 | 19 |
| nor4b | 1 | 0.044 |
| buf | 286 | 3.1 |
| and3b | 2 | 0.033 |
| nor3 | 66 | 0.64 |
| a22o | 128 | 2.1 |
| or2 | 2 | 0.023 |
| nand2 | 257 | 1.8 |
| and2 | 2 | 0.023 |
| nor3b | 4 | 0.075 |
| nor2 | 997 | 7.0 |
| conb | 1 | 0.0070 |
| a21oi | 192 | 1.8 |
| edfxtp | 1024 | 57 |
| nand3 | 193 | 1.8 |
| nand2b | 36 | 0.43 |
| nor2b | 4 | 0.047 |
| a31oi | 64 | 0.75 |
| nand3b | 2 | 0.028 |
| a22oi | 192 | 2.7 |
## routing by layer
layer	global-route usage (%)	share of wire, %	vias up
met5	1.48	0.082	-
met4	13.9	4.7	12
met3	24.6	17	453
met2	51.6	44	2569
met1	48.4	35	18500
li1	-	-	17000
## power by group
group          internal, uW  total [uW]  switching (uW)  leakage, uW
Clock                  3470        6060            2600      0.00170
Combinational           721        1960            1240       0.0115
Sequential             7630        7800             167      0.00975
Total                 11800       15800            4000       0.0229
## per-stage QoR
stage	util (%)	cell area, sq um	worst slack [ps]
CTS	56.6	59800	834
global route	56.6	59800	726
detailed placement	53.3	56400	824
floorplan	-	53700	2770
finish	56.6	59800	717
global placement	53.3	56400	863
## cell families after synthesis
kind of cell    count (synthesis)  share of synthesized area (%)
mux                          1024                           19.1
buf+inv                       450                           4.21
compound gates                576                           7.32
flops                        1024                           57.4
other cells                     1                        0.00700
simple gates                 1567                           11.9
No activity file was given, so power comes from the tool's default toggle rates.
